<file path="flow/config.mk">
export PLATFORM = sky130hd
export DESIGN_NAME = ALU
export DESIGN_NICKNAME = ALU
export VERILOG_FILES = /design/flow/design.v
export SDC_FILE = /design/flow/constraint.sdc
export NUM_CORES = 4
export LEC_CHECK = 1
export CORE_AREA = 10 10 93 93
export DIE_AREA = 0 0 103 103
</file>
<file path="flow/constraint.sdc">
current_design ALU

set clk_period 3.3
set clk_io_pct 0.2

create_clock -name clk0 -period $clk_period [get_ports {clk}]

set non_clock_inputs [all_inputs -no_clocks]
set_input_delay [expr $clk_period * $clk_io_pct] -clock clk0 $non_clock_inputs
set_output_delay [expr $clk_period * $clk_io_pct] -clock clk0 [all_outputs]
</file>
<file path="flow/run.sh">
#!/bin/bash
# OpenROAD 26Q1-2900-gdf79404cd8, Yosys 0.63+post, stock flow scripts
make -C /OpenROAD-flow-scripts/flow DESIGN_CONFIG=/design/flow/config.mk WORK_HOME=/design/flow/orfs finish
</file>
<file path="flow/design.v">
module ALU
(
	input 				clk, cin, en,
	input 	   [3:0]	op_code, A, B,
	output reg [3:0] 	Y
);
wire [5:0] OPCODE_CIN;
assign OPCODE_CIN = {op_code, cin};
always @(posedge clk)
	if (en==1'b1)
		case (OPCODE_CIN)
			5'b00000: Y = A;
			5'b00001: Y = A + 1'b1;		 
			5'b00010: Y = A + B;
			5'b00011: Y = A + B + 1'b1;
			5'b00100: Y = A + ~B + 1'b1;
			5'b00101: Y = A + ~B + 1'b1;
			5'b00110: Y = A - 1'b1;
			5'b00111: Y = A;
			5'b01000: Y = A & B;	 
			5'b01010: Y = A | B;
			5'b01100: Y = A ^ B;
			5'b01110: Y = ~A;
			5'b10000: Y = 4'b0;
			default:
				Y = 4'bx;
		endcase
endmodule
</file>
==> reports/summary.txt <==
Status: completed
Synth area leader: ha_1
Top-count cell post-synth: inv_1
Largest net degree at the start of global routing: 26
WL/cell: 14.0 um
Hold Buf Count CTS: 0
CTS tree: built
Fin crit period: 2.91 ns
Layout cells sized above 1: 11.4%
Arrival time at the worst endpoint: 2.85 ns
Total power: 0.000344 W
# IOs: 19
Width of the chip: 103 um
Slew HR: 72.2%
Main synth FF type: edfxtp_1
Post-synthesis area per instance: 8.12 um2
Critical Path End Type: flop
Req. time, crit path: 3.24 ns
Rows: 30
GR Util All Layers: 6.68%
Clk Tree Root Cell: clkbuf_8
Met1 GRT Util: 9.64%
Resize count post-CTS: 0
IO buf count: 18
Clock sink count: 4
GRT busiest layer: met2
HP Class: primary input to flop
CTS clk-pin slew, worst paths: 0.03 ns
Met3 global-route usage: 0.948%
Setup CP Type: primary input to flop
# H-tree levels: 1
Drt initial violations: 84
Async set-reset flop share out of synthesis: 0%
GRT overflow: 0
Setup ws final: 0.393 ns
Max-Cap Viols: 0
Chip Area: 0.0106 mm2
EDFF count, synth: 4
Synth warn: 1
Static Leak: 0.588 nW
Share of the synthesized area in the top cell type: 14.8%
#FFs+latches synth: 4
Yosys stat area: 0.00119 mm2
Finished Core Util: 21.9%
Final GP Congestion: 0.993
# DRC: 0
Die Span Y: 103 um
Routed wire length: 3470 um
Number of setup violations in the final report: 0
Hold WS: 1.16 ns
Synth cell count leaders: inv_1 (15), a21oi_1 (14), ha_1 (14)
DRT Pass-1 Iters: 4
Final max-slew violation count: 0
CP max FO: 6
First-pass GRT wire length: 5800 um
Antenna violations before repair: 0
Fin. Hold Viols: 0
Starting density of the core: 17.6%
Grt met2 use: 10.6%
Syn-to-layout area delta: 24.9%
Worst Tran Pin Value: 0.414 ns
Core area: 0.00676 mm2
Cell area after synthesis: 0.00119 mm2
Tool warnings: 32
Unrepaired setup endpoints after global routing: no
Power per cell area: 232 mW/mm2
DR vias: 1,167
Max FFs per register: 4
Ys cells: 146
Final ANT Viol Nets: 0
Placed wire-length estimate: 2700 um
Via-per-instance ratio: 4.72
Post-CTS setup buffers: 0
Diode count: 0
Seq share, synth: 10.1%
Setup_tns: 0 ns
Post-place setup slack: 0.211 ns
CTS max path bufs: 2
Synth unique cells: 48
TritonCTS Buffers: 3
IR drop worst, VDD: 0.0983 mV
Synth Instances: 146
Achievable Freq: 344 MHz
Vias in the first global route: 1,164
Ranking of synthesized cells by area: ha_1 (15%), edfxtp_1 (10%), a21oi_1 (5.9%)
CP startpoint kind: primary input
Final period util: 88.1%
==> final cells by class <==
type | instances | area [um2]
clock buffer | 3 | 41.3
fill | 752 | 5280
inverter | 15 | 56.3
multi-input combinational | 117 | 908
sequential | 4 | 120
tap | 80 | 100
timing repair buffer | 28 | 255
==> per-layer routing <==
layer  vias up  part of all wire [%]
met4         0                  0.63
met5         -                     0
met3         2                   4.5
met1       546                    48
li1        583                     -
met2        36                    47
==> power breakdown <==
group | switching (W) | total (W) | leakage [nW] | internal [W]
Sequential | 0.00000184 | 0.0000671 | 0.0391 | 0.0000653
Clock | 0.0000226 | 0.000100 | 0.0216 | 0.0000775
Combinational | 0.0000906 | 0.000177 | 0.528 | 0.0000866
Total | 0.000115 | 0.000344 | 0.588 | 0.000229
==> cell usage in the layout, fill, tap and decap left out, types with 2 or more instances in the layout <==
cell	n
a21o_1	4
a21oi_1	14
a311oi_1	2
a32oi_1	3
buf_4	10
clkbuf_8	3
clkdlybuf4s50_1	18
edfxtp_1	4
fa_1	3
ha_1	14
inv_1	15
mux2i_1	3
nand2_1	7
nand2b_1	2
nand3_1	6
nor2_1	5
nor2b_1	3
nor3_1	5
nor4b_1	3
o21ai_0	5
o22ai_1	2
o32ai_1	3
or3_1	2
xnor2_1	7
==> kinds of logic after synthesis <==
group / share of synthesized area (%)
and+or+nand+nor: 23.9
AOI/OAI and AO/OA: 24.4
buffers and inverters: 13.3
adders and majority gates: 19.8
xor gates and xnor gates: 5.91
DFF: 10.1
muxes: 2.53
==> critical path: stages <==
cell,delay [ns]
clkdlybuf4s50_1,0.56
ha_1,0.26
inv_1,0.07
fa_1,0.51
inv_1,0.06
ha_1,0.20
xnor2_1,0.14
o32ai_1,0.10
a21oi_1,0.17
nand3_1,0.10
==> stage by stage <==
step / std cells / area [um2]
after floorplan: 146 / 1190
after global placement: 244 / 1440
after detailed placement: 244 / 1440
after CTS: 247 / 1480
after global routing: 247 / 1480
final: 247 / 1480
==> final timing paths <==
path,cells after the start,to,start
setup / recovery,10,Y[2],A[0]
hold / removal,1,Y[3],en
Power and IR drop assume default switching activity.
